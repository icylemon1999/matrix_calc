`flow/config.mk`:
```
export PLATFORM = sky130hd
export DESIGN_NAME = matrix_calc_top
export DESIGN_NICKNAME = matrix_calc_top
export VERILOG_FILES = /design/flow/design.v
export SDC_FILE = /design/flow/constraint.sdc
export NUM_CORES = 4
export LEC_CHECK = 1
export CORE_AREA = 10 10 70 70
export DIE_AREA = 0 0 80 80
```
`flow/constraint.sdc`:
```
current_design matrix_calc_top

set clk_period 2.5
set clk_io_pct 0.2

create_clock -name clk0 -period $clk_period [get_ports {clk}]

set non_clock_inputs [all_inputs -no_clocks]
set_input_delay [expr $clk_period * $clk_io_pct] -clock clk0 $non_clock_inputs
set_output_delay [expr $clk_period * $clk_io_pct] -clock clk0 [all_outputs]
```
`flow/design.v`:
```
module controller_fsm(
    input clk,               
    input rst_n,             
    input button,            
    input [3:0] mode_sel,    
    input calc_done,         
    input error_in,          
    output reg [3:0] state,  
    output reg start_calc,   
    output reg [3:0] op_type,  
    output reg error_led,    
    output reg start_countdown,  
    output countdown_done        
);
    parameter S0_IDLE       = 4'd0,   
              S1_MENU       = 4'd1,   
              S2_INPUT      = 4'd2,   
              S3_GEN        = 4'd3,   
              S4_DISPLAY    = 4'd4,   
              S5_COMPUTE    = 4'd5,   
              S6_ERROR      = 4'd6,   
              S7_STORE      = 4'd7,   
              S8_SELECT     = 4'd8,   
              S9_WAIT       = 4'd9;   
    reg [3:0] next_state;
    reg [25:0] wait_timer;   
    always @(posedge clk or negedge rst_n) begin
        if (!rst_n)
            state <= S0_IDLE;
        else
            state <= next_state;
    end
    always @(posedge clk or negedge rst_n) begin
        if (!rst_n) begin
            wait_timer <= 0;
        end else if (state == S9_WAIT) begin
            if (wait_timer >= 100_000_000 - 1)
                wait_timer <= 0;
            else
                wait_timer <= wait_timer + 1;
        end else begin
            wait_timer <= 0; 
        end
    end
    wire countdown_done_internal;
    assign countdown_done_internal = 
        (state == S9_WAIT) && (wait_timer >= 100_000_000 - 1);
    assign countdown_done = countdown_done_internal;
    always @(*) begin
        next_state = state;  
        case(state)
            S0_IDLE: begin
                next_state = S1_MENU;
            end
            S1_MENU: begin
                if(button) begin
                    case(mode_sel)
                        4'b0001: next_state = S2_INPUT;    
                        4'b0010: next_state = S3_GEN;      
                        4'b0100: next_state = S4_DISPLAY;  
                        4'b1000: next_state = S8_SELECT;   
                        default: next_state = S1_MENU;
                    endcase
                end
            end
            S2_INPUT:  next_state = S7_STORE;
            S7_STORE:  next_state = S1_MENU;
            S8_SELECT: begin
                if (error_in)
                    next_state = S6_ERROR;
                else if (button)         
                    next_state = S5_COMPUTE;
            end
            S3_GEN:     next_state = S1_MENU;
            S4_DISPLAY: next_state = S1_MENU;
            S5_COMPUTE: begin
                if (error_in)
                    next_state = S6_ERROR;
                else if (calc_done)
                    next_state = S4_DISPLAY;
            end
            S6_ERROR: next_state = S9_WAIT;
            S9_WAIT: begin
                if (button)
                    next_state = S8_SELECT;        
                else if (countdown_done_internal)
                    next_state = S1_MENU;          
            end
            default: next_state = S1_MENU;
        endcase
    end
    always @(*) begin
        start_calc       = (state == S5_COMPUTE);
        error_led        = (state == S6_ERROR) || (state == S9_WAIT);
        start_countdown  = (state == S9_WAIT);
        op_type = 4'b0000;
        if (state == S1_MENU || state == S8_SELECT || state == S5_COMPUTE  ) begin
            case(mode_sel)
                4'b0001: op_type = 4'b0001;  
                4'b0010: op_type = 4'b0010;  
                4'b0100: op_type = 4'b0100;  
                4'b1000: op_type = 4'b1000;  
                4'b1111: op_type = 4'b1111;  
                default: op_type = 4'b0000;  
            endcase
        end
    end
endmodule
module debounce (
    input clk,
    input button_in,
    output reg button_out
);
    reg [19:0] count;
    reg button_sync;
    always @(posedge clk) begin
        button_sync <= button_in;
        if (button_sync != button_out) begin
            if (count == 20'd999_999) begin   
                button_out <= button_sync;
                count <= 0;
            end else begin
                count <= count + 1;
            end
        end else begin
            count <= 0;
        end
    end
endmodule
module led_status(
    input [3:0] state,     
    output reg [7:0] leds  
);
    always @(*) begin
        leds = 8'b0;  
        case(state)
            4'd0: leds[0] = 1'b1;  
            4'd1: leds[1] = 1'b1;  
            4'd2: leds[2] = 1'b1;  
            4'd3: leds[3] = 1'b1;  
            4'd4: leds[4] = 1'b1;  
            4'd5: leds[5] = 1'b1;  
            4'd6: leds[7] = 1'b1;  
            4'd7: leds[6] = 1'b1;  
            4'd8: leds[6] = 1'b1;  
            4'd9: leds[7] = 1'b1;  
            default: leds = 8'b0;   
        endcase
    end
endmodule
module matrix_calc_top(
    input clk,                
    input rst,                
    input [3:0] dip_switch,   
    input button_confirm,     
    input uart_rx,            
    output uart_tx,           
    output [7:0] leds,        
    output [6:0] seg_display,  
    output tub_sel1           
);
    wire rst_n = ~rst;
    wire [3:0] state;         
    wire start_calc;          
    wire [3:0] op_type;       
    wire error_flag;          
    wire start_countdown;     
    wire button_debounced;    
    assign error_flag = 1'b0;
    assign calc_done = 1'b0;
    assign uart_tx = 1'b0;
    debounce u_debounce (
        .clk(clk),
        .button_in(button_confirm),
        .button_out(button_debounced)
    );
controller_fsm u_ctrl (
        .clk(clk),
        .rst_n(rst_n),
        .button(button_confirm),  
        .mode_sel(dip_switch),
        .calc_done(calc_done),
        .error_in(error_flag),
        .state(state),
        .start_calc(start_calc),
        .op_type(op_type),
        .error_led(leds[7]),
        .start_countdown(start_countdown)
    );
    assign tub_sel1 = 1'b1;  
    seg_display u_seg (
        .clk(clk),
        .state(state),
        .op_type(op_type),
        .seg(seg_display)
    );
    led_status u_led (
        .state(state),
        .leds(leds[6:0])  
    );
endmodule
module seg_display(
    input clk,                  
    input [3:0] state,          
    input [3:0] op_type,        
    output reg [6:0] seg        
);
    localparam S0_IDLE    = 4'd0,
               S1_MENU    = 4'd1,
               S2_INPUT   = 4'd2,
               S3_GEN     = 4'd3,
               S4_DISPLAY = 4'd4,
               S5_COMPUTE = 4'd5,
               S6_ERROR   = 4'd6,
               S7_STORE   = 4'd7,
               S8_SELECT  = 4'd8,
               S9_WAIT    = 4'd9;
    reg [25:0] clk_count = 0;
    reg [3:0]  sec_count = 9;
    always @(posedge clk) begin
        if(state == S9_WAIT) begin
            if(clk_count >= 100_000_000 - 1) begin
                clk_count <= 0;
                if(sec_count != 0)
                    sec_count <= sec_count - 1;
            end
            else
                clk_count <= clk_count + 1;
        end
        else begin
            clk_count <= 0;
            sec_count <= 9;
        end
    end
    function [6:0] seg_num(input [3:0] n);
        case(n)
            4'd9: seg_num = 7'b1111011;
            4'd8: seg_num = 7'b1111111;
            4'd7: seg_num = 7'b1110000;
            4'd6: seg_num = 7'b1011111;
            4'd5: seg_num = 7'b1011011;
            4'd4: seg_num = 7'b0110011;
            4'd3: seg_num = 7'b1111001;
            4'd2: seg_num = 7'b1101101;
            4'd1: seg_num = 7'b0110000;
            4'd0: seg_num = 7'b1111110;
            default: seg_num = 7'b0000000;
        endcase
    endfunction
    function [6:0] seg_char(input [3:0] op);
        case(op)
            4'b0001: seg_char = 7'b0000111;  
            4'b0010: seg_char = 7'b1110111;  
            4'b0100: seg_char = 7'b0011111;  
            4'b1000: seg_char = 7'b1001110;  
            4'b1111: seg_char = 7'b1111110;  
            default: seg_char = 7'b0000000;
        endcase
    endfunction
    always @(*) begin
        case(state)
            S9_WAIT: begin
                seg = seg_num(sec_count);
            end
            S5_COMPUTE,
            S4_DISPLAY: begin
                seg = seg_char(op_type);
            end
            default: begin
                seg = 7'b0000000;
            end
        endcase
    end
endmodule
```
`flow/run.sh`:
```
#!/bin/bash
# OpenROAD 26Q1-2900-gdf79404cd8, Yosys 0.63+post, stock flow scripts
make -C /OpenROAD-flow-scripts/flow DESIGN_CONFIG=/design/flow/config.mk WORK_HOME=/design/flow/orfs finish
```
==> flow_summary.json <==
{
  "r2r_start": "u_ctrl.state[1]",
  "total_setup_violations_reported_at_the_end_of_the_flow": 2,
  "io-pin-count": 25,
  "final.period_utilization_pct": 107,
  "reg2reg_depth": 3,
  "die_h_um": 80,
  "postRouteWirelength_um": 1770,
  "die_x_um": 80,
  "worst-path-max-fanout": 9,
  "diodes": 0,
  "timing.clock.skew_ns": 0.00555,
  "async_s_r_ff_share_synth_pct": 100,
  "grt.total_usage_pct": 5.13,
  "die_area_mm2": 0.00640,
  "design.core.area_mm2": 0.00342,
  "drt_drc_violations_left": 0,
  "ctsRootBufferMaster": "sky130_fd_sc_hd__clkbuf_4",
  "dominantRegCellSynth": "sky130_fd_sc_hd__dfrtp_1",
  "critical_path_required_ns": 2.00,
  "cts.sinks": 4,
  "r2r_setup_slk_ns": 1.18,
  "cp.arrival_ns": 2.16,
  "via_per_inst": 4.47,
  "first_global_vias": 595,
  "ys_warnings": 6,
  "registers.top_by_ff_count": "u_ctrl.state",
  "enable_flop_cells": 0,
  "antenna_found_initial": 0,
  "final_common_cell": "sky130_fd_sc_hd__buf_4",
  "insertion_delay_of_the_later_clocked_pin_in_the_worst_skew_pair_ns": 0.24,
  "largest_register_ff_count": 4,
  "startpoint_type": "input port",
  "synth_flop_count": 4,
  "power_mw": 0.346,
  "setup_slack_ns": -0.165,
  "clk_transition_reported_paths_ns": 0.04,
  "placement.cell_area_um2": 910,
  "hpwl_um": 1370,
  "run_status": "complete, but fails checks",
  "detailedRoute.firstPassIterationCount": 4,
  "min_period_ns": 2.66,
  "route.vias.total": 689,
  "yosys.stat.chipArea_um2": 611,
  "detailedRoute.firstIterationViolations": 61,
  "gp_routability_congestion": 0.832,
  "globalRoute.totalOverflow": 0,
  "netlist_area_um2": 611,
  "syn2layout_area_growth_pct": 66.2,
  "powerDensity_mw_per_mm2": 341,
  "synth.distinct_cells": 36,
  "cp-end-kind": "output pin",
  "global_route_wire_length_before_repair_um": 2770,
  "path_class": "input port to output pin",
  "cts_htree_levels": 1,
  "largest_registers": "u_ctrl.state (4)",
  "numCtsBuffers": 3,
  "yosys_top_cell_by_area": "sky130_fd_sc_hd__dfrtp_1",
  "post_synth_inst_count": 74,
  "setup_repair_after_global_routing_missed_its_margin": "true",
  "clockBufferDepth": 2,
  "cellLeakagePower_nw": 0.475,
  "drive_above_1_share_pct": 32.4,
  "cts_tree": "done",
  "fmax_mhz": 375,
  "sequential_fraction_of_the_synthesis_area_pct": 16.4,
  "report.final.slew_viol_count": 0,
  "preCtsSetupSlack_ns": -0.321,
  "row_count": 21,
  "yosys-top-cells-area": "sky130_fd_sc_hd__dfrtp_1 16%, sky130_fd_sc_hd__o21ai_0 6.6%, sky130_fd_sc_hd__buf_4 6.1%",
  "violated_checks": "negative setup slack",
  "final_hold_viols": 0,
  "routedWlPerCell_um": 11.5,
  "top_area_share_pct": 16.4,
  "port_buffers": 21,
  "initial_utilization_pct": 17.9,
  "vdd_ir_drop_max_v": 0.000201,
  "stdcell_area_mm2": 0.00101,
  "max_cap_viol_count": 0,
  "maximum_number_of_pins_on_one_net_before_global_route_repair": 13,
  "antenna_left": 0,
  "log.warning_count": 28,
  "yosys-stat-cells": 74,
  "worstReg2RegEnd": "u_ctrl.state[0]",
  "postSynthAreaPerCell_um2": 8.25,
  "worst_hold_path_type": "input port to asynchronous set/reset pin",
  "layout_top_cells": "18 x sky130_fd_sc_hd__buf_4, 15 x sky130_fd_sc_hd__clkdlybuf4s50_1, 6 x sky130_fd_sc_hd__o21ai_0"
}
[Yosys cell counts (2+ instances only)]
master,instances
sky130_fd_sc_hd__a21oi_1,4
sky130_fd_sc_hd__buf_2,2
sky130_fd_sc_hd__buf_4,5
sky130_fd_sc_hd__buf_6,3
sky130_fd_sc_hd__conb_1,2
sky130_fd_sc_hd__dfrtp_1,4
sky130_fd_sc_hd__inv_1,3
sky130_fd_sc_hd__nand2_1,3
sky130_fd_sc_hd__nand2b_1,2
sky130_fd_sc_hd__nand3b_1,2
sky130_fd_sc_hd__nand4bb_1,2
sky130_fd_sc_hd__nor2_1,5
sky130_fd_sc_hd__nor3_1,5
sky130_fd_sc_hd__nor4b_1,2
sky130_fd_sc_hd__nor4b_2,2
sky130_fd_sc_hd__o21ai_0,8
[power breakdown]
group | internal (mW) | switching [mW] | total [mW]
combinational | 0.106 | 0.0710 | 0.177
sequential | 0.0717 | 0.0178 | 0.0896
clock | 0.0536 | 0.0258 | 0.0795
[through the flow]
| step | hold WS [ns] | setup TNS, ns | util [%] | cells |
|---|---|---|---|---|
| detailed placement | 0.687 | -1.96 | 26.6 | 146 |
| global placement | 0.666 | -1.79 | 26.6 | 146 |
| CTS | 0.451 | -0.752 | 28.5 | 151 |
| finish | 0.452 | -0.304 | 29.7 | 154 |
| global route | 0.453 | -0.546 | 29.7 | 154 |
| floorplan | 0.266 | 0 | - | 74 |
[critical path, cell delays in order]
cell and delay (ns):
sky130_fd_sc_hd__clkdlybuf4s50_1 0.41, sky130_fd_sc_hd__buf_6 0.14, sky130_fd_sc_hd__buf_4 0.14, sky130_fd_sc_hd__nor4b_4 0.25, sky130_fd_sc_hd__nor3_1 0.07, sky130_fd_sc_hd__o21ai_0 0.16, sky130_fd_sc_hd__clkdlybuf4s50_1 0.49
[how the worst max path moves through the flow]
stage	startpoint	to	slack, ns
global route	dip_switch[1]	seg_display[4]	-0.32
finish	dip_switch[2]	seg_display[4]	-0.16
CTS	dip_switch[1]	seg_display[2]	-0.21
[timing repair]
| action | 4_1_cts | 5_1_grt |
|---|---|---|
| setup endpoints to repair | 7 | 6 |
| cloned | 0 | 0 |
| hold buffers | 0 | 0 |
| setup buffers | 2 | 3 |
| gates resized | 9 | 9 |
| pin swaps | 1 | 3 |
[routing by layer]
layer,share of wire (%),global-route usage [%],up-vias
li1,-,-,339
met1,46,7.29,322
met2,41,6.82,28
met3,13,2.50,0
met4,0,0.880,0
met5,0,0,-
[cell type report]
cell class                      count  area (um2)
Multi-Input combinational cell     57         455
Sequential cell                     4         100
Fill cell                         359        2400
Timing Repair Buffer               41         368
Inverter                            3        11.3
Clock buffer                        3        22.5
Tap cell                           46        57.6
[cells by family after synthesis]
logic type      share of synthesized area (%)
compound gates                           26.6
simple gates                             34.6
mux                                      1.84
flops                                    16.4
buf+inv                                  15.2
other cells                              1.23
xor+xnor                                 4.10
