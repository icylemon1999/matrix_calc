==> flow/design.v <==
module uart_tx(
    input clk,               
    input rst_n,             
    input [7:0] tx_data,     
    input tx_start,          
    output reg tx_busy,      
    output reg tx_done,      
    output reg uart_tx       
);
    parameter CLK_DIV = 868;
    parameter IDLE = 2'd0, START = 2'd1, DATA = 2'd2, STOP = 2'd3;
    reg [1:0] state;
    reg [9:0] clk_count;     
    reg [2:0] bit_index;     
    reg [7:0] tx_reg;        
    always @(posedge clk or negedge rst_n) begin
        if (!rst_n) begin
            state <= IDLE;
            tx_busy <= 0;
            tx_done <= 0;
            uart_tx <= 1'b1;
            clk_count <= 0;
            bit_index <= 0;
            tx_reg <= 0;
        end else begin
            tx_done <= 0;  
            case(state)
                IDLE: begin
                    uart_tx <= 1'b1;  
                    tx_busy <= 0;
                    if (tx_start) begin
                        state <= START;
                        tx_busy <= 1;
                        tx_reg <= tx_data;
                        clk_count <= 0;
                    end
                end
                START: begin
                    uart_tx <= 1'b0;  
                    if (clk_count >= CLK_DIV - 1) begin
                        clk_count <= 0;
                        state <= DATA;
                        bit_index <= 0;
                    end else begin
                        clk_count <= clk_count + 1;
                    end
                end
                DATA: begin
                    uart_tx <= tx_reg[bit_index];  
                    if (clk_count >= CLK_DIV - 1) begin
                        clk_count <= 0;
                        if (bit_index == 3'd7) begin
                            state <= STOP;
                        end else begin
                            bit_index <= bit_index + 1;
                        end
                    end else begin
                        clk_count <= clk_count + 1;
                    end
                end
                STOP: begin
                    uart_tx <= 1'b1;  
                    if (clk_count >= CLK_DIV - 1) begin
                        clk_count <= 0;
                        state <= IDLE;
                        tx_done <= 1;
                    end else begin
                        clk_count <= clk_count + 1;
                    end
                end
            endcase
        end
    end
endmodule
==> flow/run.sh <==
#!/bin/bash
# OpenROAD 26Q1-2900-gdf79404cd8, Yosys 0.63+post, stock flow scripts
make -C /OpenROAD-flow-scripts/flow DESIGN_CONFIG=/design/flow/config.mk WORK_HOME=/design/flow/orfs finish
==> flow/config.mk <==
export PLATFORM = sky130hd
export DESIGN_NAME = uart_tx
export DESIGN_NICKNAME = uart_tx
export VERILOG_FILES = /design/flow/design.v
export SDC_FILE = /design/flow/constraint.sdc
export NUM_CORES = 4
export LEC_CHECK = 1
export CORE_AREA = 10 10 95 95
export DIE_AREA = 0 0 105 105
==> flow/constraint.sdc <==
current_design uart_tx

set clk_period 2.6
set clk_io_pct 0.2

create_clock -name clk0 -period $clk_period [get_ports {clk}]

set non_clock_inputs [all_inputs -no_clocks]
set_input_delay [expr $clk_period * $clk_io_pct] -clock clk0 $non_clock_inputs
set_output_delay [expr $clk_period * $clk_io_pct] -clock clk0 [all_outputs]
==> out/highlights.md <==
### Yosys
• Post-Synthesis Mean Instance Area: 12.1 sq um
• number of instances in the synthesized netlist: 115
• AND-OR/OR-AND share of the synthesized area: 0.146
• flop and latch count out of synthesis: 28
• multiplexer share of the synthesized area: 0.114
• # Cells Yosys: 115
• Dominant flop cell: dfrtp_1
• share of the yosys chip area belonging to registers: 0.507
• netlist area before placement: 1390 sq um
• cell taking the most area after synthesis: dfrtp_1
• area fraction in full adders, half adders and majority gates: 0.0271
• synthesized chip area reported by yosys: 1390 sq um
• xor and xnor fraction of the mapped netlist area: 0.00632
• fraction of synthesized cell area taken by the top area cell type: 0.469
• dominant non-sequential cell family after synthesis: simple AND/OR/NAND/NOR gates
• post-synth tally of flip-flops with integrated enable: 0
• dominant cell by count in the synthesized netlist: dfrtp_1
• ys async rst share: 1.00
• count of yosys warnings during synthesis: 1
• Main area contributors: dfrtp_1, mux2_2, dfstp_2, a22o_1, mux4_2
• Commonest cells post-synth: dfrtp_1, mux2_2, nand2_1
• tally of unique sky130hd cells used after synthesis: 37
• simple-gate area share of the yosys netlist: 0.182

### Global route
• global-route wire length before repair: 4.58 mm
• Global Route Usage Sum: 0.0478
• pin count of the biggest net entering global routing: 29
• via count of the first global-routing pass: 953
• global route total overflow: 0
• initial antenna violation count: 0

### Worst setup path
• crit path to: clk_count[6]$_DFFE_PN0P_
• CP Launch Point: clk_count[0]$_DFFE_PN0P_
• R2R Setup Slk: 0.53 ns
• Arr. time, crit path: 2.25 ns
• length in cells of the worst reg-to-reg path: 5
• crit path kind: reg -> reg
• element type at the critical path start: flop
• r2r endpoint: clk_count[6]$_DFFE_PN0P_
• Max Fanout on Critical Path: 17
• FF-to-FF Start: clk_count[0]$_DFFE_PN0P_
• Crit. End Element: flop
• worst path required time: 2.78 ns

### CTS
• post-cts gate resize count: 0
• total of hold buffers inserted after clock tree synthesis: 0
• clock buffer count from CTS: 3
• Clock Pin Slew Worst Setup and Hold Paths: 0.09 ns
• cell at the root of the clock tree: clkbuf_8
• maximum buffer depth of the clock tree: 2
• maximum level of the CTS H-tree: 1
• Post-CTS Setup Inserts: 0
• CTS tree: built
• insertion delay at the late pin of the worst-skew pair: 0.27 ns
• clk sink count: 28

### STA
• worst slew pin tran: 0.626 ns
• Max transition margin: 0.579
• final tally of max-slew violations: 0
• Final Critical Period: 2.07 ns
• Max Clk Rate: 0.483 GHz
• setup repair after global routing missed its margin: false
• final-layout worst hold slack: 0.508 ns
• # setup viols final: 0
• cycle use final: 0.796
• Hold Violations, Final: 0
• Setup Total Neg Slack: 0 ns
• Final Skew: 0.00128 ns
• final critical-path setup slack: 0.532 ns

### Route
• DR DRC count: 0
• final wirelength: 2.54 mm
• count of routing violations after the opening detailed-route iteration: 24
• total number of vias: 961
• via-per-instance ratio: 4.23
• post-route ant nets: 0
• antenna cells: 0
• Pre-antenna DRT Iters: 4
• detail-routed net length per standard cell: 11.2 microns

### Floorplan
• number of top-level pins: 14
• y dimension of the die: 105 microns
• CORE AREA: 6910 sq um
• area of the chip: 11000 sq um
• DIE WIDTH: 105 microns
• Cell Rows: 30
• initial core utilization: 0.201

### Place
• count of port buffers added during placement: 13
• hpwl dp: 1.89 mm
• pre-CTS worst setup slack: 0.445 ns
• last weighted congestion value of the routability-driven placer: 0.833

### Final layout
• fraction of final layout cells with drive strength greater than 1: 0.191
• Fill cells: 765
• number of flip-flops under the largest register name: 10
• area growth from synthesis to layout: 21.4%

### Flow run
• tally of OpenROAD warnings: 25
• max capacitance violation total: 0

### Pwr
• maximum VDD drop: 247 uV
• power density cells: 432 nW/um^2
• Final Total Pwr: 0.000727 W
• Leakage Power: 0.755 nW

### Hold path
• kind of path behind the tightest hold check: reg -> reg

### Outcome
• run status: finished clean

==> logic make-up (layout without fill, tap and decap cells) <==
family	after synthesis	in the layout
adder cells (fa/ha/maj)	3	3
multiplexers	12	12
AND-OR/OR-AND	26	26
AND/OR/NAND/NOR	41	41
XOR/XNOR	1	1
buffers and inverters	4	20
flip-flops	28	28
==> worst min path at each step <==
stage	start	end	cells after the start
CTS	tx_reg[3]$_DFFE_PN0P_	tx_reg[3]$_DFFE_PN0P_	1
finish	tx_reg[3]$_DFFE_PN0P_	tx_reg[3]$_DFFE_PN0P_	1
global route	tx_reg[5]$_DFFE_PN0P_	tx_reg[5]$_DFFE_PN0P_	1
==> placed cells by master, fill, tap and decap left out, types with 2 or more instances in the layout <==
master	synthesis	layout
a21oi_1	2	2
nand3_1	4	4
mux2_2	10	10
and2_1	2	2
a32o_1	2	2
a22o_1	6	6
dfstp_2	2	2
clkdlybuf4s50_1	0	13
o31ai_1	3	3
clkbuf_8	0	4
mux4_2	2	2
and3_1	4	4
nor3_1	3	3
a21o_1	3	3
nand2_1	7	7
nor2b_1	6	6
o21ai_0	5	5
inv_1	2	2
ha_1	3	3
nand4_1	2	2
nand4b_1	2	2
nor4_2	2	2
dfrtp_1	26	26
or3_1	2	2
==> area by class of cell <==
| type | instances | area [sq um] | share of cell area |
|---|---|---|---|
| flip-flops and latches | 28 | 703 | 0.418 |
| multi-input cells | 83 | 659 | 0.392 |
| well taps | 96 | 120 | 0.0714 |
| clock buffers | 4 | 55.1 | 0.0327 |
| repair buffers | 14 | 138 | 0.0818 |
| inverters | 2 | 7.51 | 0.00446 |
==> critical path: stages (launching register included) <==
cell and delay (ns):
dfrtp_1 0.44, ha_1 0.28, nor4_2 0.31, o21ai_2 0.23, or3_4 0.45, o311ai_2 0.25
==> where the power goes <==
group | total (W) | switching [W] | internal [W] | leakage (nW)
registers | 0.000435 | 0 | 0.000435 | 0.354
logic | 0.0000241 | 0.0000100 | 0.0000140 | 0.372
clock network | 0.000267 | 0.000132 | 0.000135 | 0.0288
total | 0.000727 | 0.000142 | 0.000585 | 0.755
==> routing by layer <==
metal	part of all wire	vias to the layer above	global-route usage
met5	0	-	0
met4	0.013	0	0.00588
met3	0.044	2	0.0124
met2	0.43	20	0.0685
met1	0.51	465	0.0723
li1	-	474	-
==> stage by stage <==
stage / util / area [sq um] / cells
4_1_cts: 0.244 / 1680 / 227
5_1_grt: 0.244 / 1680 / 227
3_5_place_dp: 0.236 / 1630 / 223
2_1_floorplan: - / 1390 / 115
6_report: 0.244 / 1680 / 227
3_3_place_gp: 0.236 / 1630 / 223
Power is estimated from default activity; no workload was simulated.
