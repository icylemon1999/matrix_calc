### run.sh
#!/bin/bash
# OpenROAD 26Q1-2900-gdf79404cd8, Yosys 0.63+post, stock flow scripts
make -C /OpenROAD-flow-scripts/flow DESIGN_CONFIG=/design/flow/config.mk WORK_HOME=/design/flow/orfs finish
### config.mk
export PLATFORM = sky130hd
export DESIGN_NAME = uart_rx
export DESIGN_NICKNAME = uart_rx
export VERILOG_FILES = /design/flow/design.v
export SDC_FILE = /design/flow/constraint.sdc
export NUM_CORES = 4
export LEC_CHECK = 1
export CORE_AREA = 10 10 110 110
export DIE_AREA = 0 0 120 120
### constraint.sdc
current_design uart_rx

set clk_period 3.2
set clk_io_pct 0.2

create_clock -name clk0 -period $clk_period [get_ports {clk}]

set non_clock_inputs [all_inputs -no_clocks]
set_input_delay [expr $clk_period * $clk_io_pct] -clock clk0 $non_clock_inputs
set_output_delay [expr $clk_period * $clk_io_pct] -clock clk0 [all_outputs]
### design.v
module uart_rx(
    input clk,               
    input rst_n,             
    input uart_rx,           
    output reg [7:0] rx_data,  
    output reg rx_ready,     
    output reg rx_error      
);
    parameter CLK_DIV = 868;
    parameter CLK_DIV_2 = 434;  
    parameter IDLE = 2'd0, START = 2'd1, DATA = 2'd2, STOP = 2'd3;
    reg [1:0] state;
    reg [9:0] clk_count;
    reg [2:0] bit_index;
    reg [7:0] rx_reg;
    reg uart_rx_sync;        
    always @(posedge clk or negedge rst_n) begin
        if (!rst_n) begin
            uart_rx_sync <= 1'b1;
        end else begin
            uart_rx_sync <= uart_rx;
        end
    end
    always @(posedge clk or negedge rst_n) begin
        if (!rst_n) begin
            state <= IDLE;
            rx_ready <= 0;
            rx_error <= 0;
            rx_data <= 0;
            clk_count <= 0;
            bit_index <= 0;
            rx_reg <= 0;
        end else begin
            rx_ready <= 0;  
            case(state)
                IDLE: begin
                    if (!uart_rx_sync) begin  
                        state <= START;
                        clk_count <= 0;
                    end
                end
                START: begin
                    if (clk_count == CLK_DIV_2) begin
                        if (!uart_rx_sync) begin  
                            state <= DATA;
                            clk_count <= 0;
                            bit_index <= 0;
                        end else begin
                            state <= IDLE;  
                        end
                    end else begin
                        clk_count <= clk_count + 1;
                    end
                end
                DATA: begin
                    if (clk_count >= CLK_DIV - 1) begin
                        clk_count <= 0;
                        rx_reg[bit_index] <= uart_rx_sync;  
                        if (bit_index == 3'd7) begin
                            state <= STOP;
                        end else begin
                            bit_index <= bit_index + 1;
                        end
                    end else begin
                        clk_count <= clk_count + 1;
                    end
                end
                STOP: begin
                    if (clk_count >= CLK_DIV - 1) begin
                        clk_count <= 0;
                        if (uart_rx_sync) begin
                            rx_data <= rx_reg;
                            rx_ready <= 1;
                            rx_error <= 0;
                        end else begin
                            rx_error <= 1;  
                        end
                        state <= IDLE;
                    end else begin
                        clk_count <= clk_count + 1;
                    end
                end
            endcase
        end
    end
endmodule
==> notes.md <==
Flow results.

- The flow ran to the end, and the final reports show no timing, DRC or antenna violations.
- The source-to-sink clock delay at the later pin of the worst-skew pair is 0.29 ns.
- The maximum level of the CTS H-tree is 2.
- The capture instance of the worst register-to-register path is rx_data[4]$_DFFE_PN0P_.
- The setup total negative slack is 0 ns.
- The slack of the worst reg-to-reg path is between 0.8 and 0.9 ns.
- Hold repair after CTS inserted 0 buffers.
- In this run the maximum-capacitance check reported violations numbering 0.
- The number of buffers inserted by post-CTS setup repair is 0.
- In the final routed layout, each cell accounts on average for between 10 and 15 um.
- The final number of setup-violating endpoints is 0.
- For this run, the number of Yosys warnings is 1.
- For reference, the most critical setup path is categorized as reg -> reg.
- Counting flops with a built-in enable in the synthesized netlist gives 0.
- At the pin with the least slew margin, the transition time is a little under 0.7 ns.
- The synthesized netlist occupies a cell area of 1950 um^2.
- The type of origin of the critical path is a flip-flop.
- The final weighted congestion in routability-driven placement is 0.855.
- The worst pin sits at a relative slew slack of a little over half.
- The launch point of the worst register-to-register path is recorded as clk_count[0]$_DFFE_PN0P_.
- The count of buffering cells on the critical path with inverters included is 0.
- The number of buffers on the longest clock path is 2.
- The clock tree from TritonCTS is yes.
- The layout summary lists the proportion of cells stronger than drive strength 1 as 17.0%.
- The total clock buffers created by CTS is 5.
- The hold path startpoint is rx_reg[5]$_DFFE_PN0P_.
- For reference, the placement row count at floorplan is 36.
- The via count of the first global-routing pass is between 1000 and 1500.
- Per STA, the worst path is made up of ha_1 -> nor4_2 -> o21ai_1 -> nand3_1 -> mux2_2.
- Gates resized during post-CTS repair numbered 0.
- The maximum number of pins on one net before global-route repair is 37.
- The largest delay contributor family on the critical path is simple AND/OR/NAND/NOR gates.
- The number of synthesized register bits is 36.
- Setup repair after global routing left no endpoint under its margin.
- The flow measured a signed area growth from synthesis to layout of 19.5%.
- For this run, the leading register cell type out of synthesis is dfrtp_1.
- The final max-slew violation count recorded for this run is 0.
- Detailed placement finished with a half-perimeter wire length of 2680 um.
- The number of antenna violations at the first check in global routing came to 0.
- For this run, asynchronously set or reset flops after synthesis account for 100%.
- The final timing report lists a hold violation count of 0.
- The post-detailed-route count of antenna-violating nets is 0.
- The OpenROAD report gives the critical path a data arrival time of roughly 2.6 ns.
- The worst hold path stage count is 1.
- The top logic cell by instance count in the layout is dfrtp_1.
- The floorplan step set the die height to 120 um.
- The floorplan step set the die width to between 100 and 150 um.
- Per the STA report, the cell with the highest stage delay on the worst path is nor4_2.
- The report puts the cell count of the worst reg-to-reg path at 5.
- The routed layout reports a DRC error count of 0.
- The first-pass GRT wire length is between 6000 and 7000 um.
- On the worst setup and hold paths after CTS, the clock-pin slew comes to 0.07 ns.
- The antenna cell count is 0.
- The post-layout minimum cycle time is 2.40 ns.
- The floorplan die area is between 10000 and 15000 um^2.
- The count of vias placed by the detailed router is 1430.
- The synthesized netlist was found by Yosys to have around 180 cells.
- Sequential cells were found to cover 46.4% of the synthesized design area.
- The OpenROAD warning count is 30.
- The initial core utilization is 19.9%.
- The final layout contains routed wiring with a total length of 3790 um.
- The overall overflow remaining after global route is 0.
- The total clock sinks is 36.
- The detail-routed via count per cell is 4.37.
- Between clock sinks in the finished design, the worst skew comes to 0.00648 ns.
- Summed over all routing layers, the global router reports a total usage of 5.27%.
- The worst setup path is captured at a flip-flop.
- The count of buffers added on input and output ports is 12.
- The data required time reported for the critical path is 3.37 ns.
- The register with the most flip-flops in the layout has 10 of them.
- The number of cells produced by synthesis is 179.
- The total iterations of the first detailed-routing run is 4.
- For this block, the initial DRC count from the detailed router was 83.
- Timing would allow up to 0.417 GHz.
- By instance count after routing, the leading logic cell types are 34 x dfrtp_1, 14 x nand3_1, 12 x clkdlybuf4s50_1.
- The worst stage delay on the critical path is 0.46 ns.
- The total power draw is 0.000867 W.
- OpenROAD reports that the post-layout worst path occupies between 70% and 80% of the period.
- The maximum fanout along the worst path is 12.
- The end point of the worst hold path is rx_reg[5]$_DFFE_PN0P_.
- After floorplanning, the core was sized to cover 9770 um^2.
- Per the post-synthesis stats, the area per cell is 10.9 um^2.
- The power density normalized to cell area is 372 nW/um^2.
- The number of different library cells used by synthesis comes to a little over 50.
- In this run the VDD rail shows a maximum IR drop of 0.158 mV.
- The I/O pin count is 13.
- The reported leakage power is 0.971 nW.
- Post-synthesis, Yosys gives the total cell area as 1950 um^2.
- The tree is rooted in a clkbuf_8.
- The class of the tightest hold or removal check is reg -> reg.
## through the flow
step | instance area [um^2] | cells | setup WS (ns) | util [%] | hold WS (ns)
3_3_place_gp | 2220 | 319 | 0.855 | 22.7 | 0.485
3_5_place_dp | 2220 | 319 | 0.809 | 22.7 | 0.481
4_1_cts | 2330 | 327 | 0.793 | 23.8 | 0.500
6_report | 2330 | 327 | 0.801 | 23.8 | 0.499
2_1_floorplan | 1950 | 179 | 1.24 | - | 0.344
5_1_grt | 2330 | 327 | 0.592 | 23.8 | 0.522
## Yosys cell counts (all sizes together) (3+ instances only)
master / count / area, um^2
o2bb2ai: 3 / 26.3
a21o: 5 / 37.5
o21ai: 11 / 55.1
a21oi: 4 / 20.0
clkbuf: 5 / 20.0
nand2: 11 / 48.8
inv: 8 / 30.0
nand4: 3 / 18.8
ha: 8 / 100
and2: 4 / 26.3
nor3: 5 / 25.0
and3: 3 / 18.8
nand3: 14 / 70.1
mux2: 11 / 124
dfrtp: 34 / 851
a221o: 6 / 61.3
nor2: 4 / 15.0
a22oi: 3 / 22.5
nor4: 5 / 37.5
## report_power, final
part	internal [W]	leakage, nW	total, W	switching [W]
clock	0.000230	0.0541	0.000394	0.000164
sequential	0.000457	0.494	0.000460	0.00000329
combinational	0.00000343	0.423	0.0000123	0.00000883
total	0.000691	0.971	0.000867	0.000176
## routing by layer
metal	vias to the layer above	wire, um	track usage [%]
li1	709	-	-
met1	686	1900	7.90
met2	30	1580	7.29
met3	5	247	1.86
met4	0	52	0.830
met5	-	0	0
## layout make-up
cell class	count	area, um^2
clock buffer	5	68.8
clock inverter	3	42.5
fill	1036	7450
inverter	8	30.0
multi-input combinational	129	988
sequential	36	903
tap	133	166
timing repair buffer	13	128
## how the worst max path moves through the flow
| stage | startpoint | end | slack [ns] | cells after the start |
|---|---|---|---|---|
| 4_1_cts | clk_count[0]$_DFFE_PN0P_ | rx_data[4]$_DFFE_PN0P_ | 0.79 | 5 |
| 6_report | clk_count[0]$_DFFE_PN0P_ | rx_data[4]$_DFFE_PN0P_ | 0.80 | 5 |
| 5_1_grt | clk_count[0]$_DFFE_PN0P_ | rx_data[5]$_DFFE_PN0P_ | 0.59 | 5 |
## kinds of logic after synthesis
kind of cell               synth area share, %
xor gates and xnor gates                  1.35
DFF                                       46.4
AOI/OAI and AO/OA                         19.5
muxes                                     6.88
adders and majority gates                 5.14
buffers and inverters                     2.83
and+or+nand+nor                           17.9
Power is estimated from default activity; no workload was simulated.
